==> flow/design.v <==
module nextJumpController
#(parameter TAM_PC = 16)
(
	input wire  reset,
	input wire  [31:0] instruction,
	input wire  [(TAM_PC-1):0] PC,
	input wire  [31:0] regJmp, regCond,
	output wire [(TAM_PC-1):0] nextJump,
	output wire [31:0] PCShift,
	input wire [31:0] SP,
	input wire  clk,
	input wire [31:0] OSFirstLine,
	input wire [31:0] configLockPCGetter,
	input wire [31:0] configProcessInitialPCGetter,
	input wire [31:0] configProcessFinalPCGetter,
	input wire [31:0] configProcessPCGetter,
	input wire [31:0] configProcessSPGetter,
	input wire [31:0] configEnablePreemption,
	output wire [31:0] configProcessPCSetter,
	output wire [31:0] configProcessSPSetter,
	output wire [31:0] configLockPCSetter
);
reg [(TAM_PC-1):0] auxJump;
assign nextJump = auxJump;
reg [3:0] opcode;
reg [1:0] T;
reg [9:0] countQuantum;
parameter QUANTUM = 2;
reg [31:0] regConfigProcessPCSetter;
reg [31:0] regConfigProcessSPSetter;
reg [31:0] regConfigLockPCSetter;
assign configProcessPCSetter = regConfigProcessPCSetter;
assign configProcessSPSetter = regConfigProcessSPSetter;
assign configLockPCSetter = regConfigLockPCSetter;
initial regConfigLockPCSetter = 1;
assign PCShift = (PC < OSFirstLine) ? 0 : (configLockPCGetter == 2 ? OSFirstLine : configProcessInitialPCGetter);
reg [31:0] auxNextPC;
always @ (regJmp or regCond or PC) begin
	if (reset) auxNextPC = 16'b0000000000000000;
	else begin
		opcode = instruction[31:28];
		T = instruction[1:0];
		if (opcode == 4'b0110) begin
			case (T)
				2'b00: auxNextPC = PC + instruction[(TAM_PC-1+2):2];
				2'b01: auxNextPC = instruction[(TAM_PC-1+2):2] + ((configLockPCGetter == 2 && instruction[(TAM_PC-1+2):2] == 0) ? 0 : PCShift);
				2'b10: auxNextPC = regJmp[(TAM_PC-1):0] + ((configLockPCGetter == 2 && regJmp == 0) ? 0 : PCShift);
				2'b11: auxNextPC = regCond == {32{1'b1}} ? regJmp[(TAM_PC-1):0] + ((configLockPCGetter == 2 && regJmp == 0) ? 0 : PCShift) : {16'b0, PC + 1};
				default: auxNextPC = {16'b0, PC + 1};
			endcase
		end else auxNextPC = {16'b0, PC + 1};
	end
	if (configLockPCGetter == 0 && ((countQuantum == QUANTUM) || PC == configProcessFinalPCGetter)) begin  
		regConfigProcessPCSetter = auxNextPC;  
		regConfigProcessSPSetter = SP;  
		regConfigLockPCSetter = 1;  
		auxJump = 32'b0;  
	end
	else if (configLockPCGetter == 0 && PC < configProcessInitialPCGetter) begin
		regConfigLockPCSetter = 0;
		auxJump = configProcessPCGetter;  
	end else begin
		regConfigLockPCSetter = 0;
		auxJump = auxNextPC;
	end	
end
always @ (posedge clk) begin
	if (configEnablePreemption == 1 && configLockPCGetter == 0 && countQuantum < QUANTUM) countQuantum = countQuantum + 1;
	else countQuantum = 0;
end
endmodule
==> flow/run.sh <==
#!/bin/bash
# OpenROAD 26Q1-2900-gdf79404cd8, Yosys 0.63+post, stock flow scripts
make -C /OpenROAD-flow-scripts/flow DESIGN_CONFIG=/design/flow/config.mk WORK_HOME=/design/flow/orfs finish
==> flow/config.mk <==
export PLATFORM = sky130hd
export DESIGN_NAME = nextJumpController
export DESIGN_NICKNAME = nextJumpController
export VERILOG_FILES = /design/flow/design.v
export SDC_FILE = /design/flow/constraint.sdc
export NUM_CORES = 4
export LEC_CHECK = 1
export CORE_AREA = 10 10 220 220
export DIE_AREA = 0 0 230 230
==> flow/constraint.sdc <==
current_design nextJumpController

set clk_period 23.4
set clk_io_pct 0.2

create_clock -name clk0 -period $clk_period [get_ports {clk}]

set non_clock_inputs [all_inputs -no_clocks]
set_input_delay [expr $clk_period * $clk_io_pct] -clock clk0 $non_clock_inputs
set_output_delay [expr $clk_period * $clk_io_pct] -clock clk0 [all_outputs]
==> Slide: Implementation Results <==
Key Metrics from the Run

Synthesis
  – Post-synth regs: about 74
  – Total number of yosys warnings: 1
  – Mapped cell area: slightly below 8000 sq um
  – Most common cell in the synthesized netlist: nor2_1
  – EDFF count, synth: 0
  – Syn avg cell area: about 7.2 sq um
  – Unique cell types: approximately 81
  – Top cells by count: nor2_1 (111), ha_1 (81), nand2_1 (74)
  – YS chip area: roughly 7900 sq um
  – Synth top area share: 12.89%
  – Area leader, netlist: ha_1
  – Ys async rst share: 0%
  – Syn Inst Count: between 1000 and 1500
  – Ys cells: roughly 1100
  – Commonest flop: dlxtp_1
  – Top cells by area: ha_1 (13%), dlxtp_1 (12%), nor2_1 (5.3%), mux2i_1 (4.8%), a21oi_1 (4.1%)

Clock tree
  – Clk slew on worst S/H paths: ~40 ps
  – CTS root buf: clkbuf_16
  – Setup Buffers After CTS: 0
  – Post-CTS sizing: 0
  – CTS tree: built
  – Clk latency of the worst-skew pair: approximately 230 ps
  – H-tree Lvls: 1
  – CTS max path bufs: 2
  – Hold-fix buffers at CTS: 0
  – Total CTS buffers: 3

Critical path
  – Worst Path Buf+Inv: 3
  – Crit path kind: in2out
  – Critical-path top delay cell: clkdlybuf4s50_1
  – CP max stage delay: about 710 ps
  – WP data arrival: 11490 ps
  – Worst Setup End Kind: output pin
  – Worst-path fanout max: between 40 and 50
  – Cell Chain, Critical Path: clkdlybuf4s50_1, ha_1, nand2_1, or3_1, o32ai_1, o22ai_1, a21o_1, buf_4, or3_1, fa_1, nand2b_1, a21oi_1, o32ai_1, o21ai_0, a31oi_1, xnor2_1, a221o_1, a221oi_1, o41ai_1, clkdlybuf4s50_1
  – Crit start category: input port
  – Crit path DRT: 18720 ps
  – Cell family with most CP delay: AND-OR/OR-AND gates

Outcome
  – Status: completed

Floorplan
  – FP Rows: 76
  – Die W: 230 um
  – Die Ht: between 200 and 250 um
  – Total die size: approximately 53000 sq um
  – Io pins: around 510
  – Floorplan utilization: approximately 18%
  – Core Area: 43360 sq um

Route
  – Post-route ant nets: 0
  – Wire length on met1: between 15 and 20 mm
  – Drt first pass iters: 5
  – DR DRC count: 0
  – Via count: 9819
  – WL met2: slightly above 20 mm
  – Via/cell ratio: 4.696
  – Metal3 WL: about 3.3 mm
  – Average wire per standard cell: just over 20 um
  – Top Metal Used: met5
  – DRT Wirelength: between 40 and 50 mm
  – Starting DRT DRC Count: 560

Pwr
  – Sw frac: a little over a third
  – P_int: 118.9 uW
  – Clk pwr share: around 15%
  – VDD IR max: 28.31 uV
  – Leakage power figure: 0.005405 uW
  – PD cells: between 10 and 15 nW/um^2
  – Switch Pwr: 68.74 uW
  – Sequential share of power: roughly 10%
  – Power share of the combinational group: 74.5%

Global route
  – Grt ovf: 0
  – Antenna violations before repair: 13
  – Gr usage total: between 10% and 20%
  – Vias in the first global route: about 9900
  – First-pass GRT wire length: 61.30 mm
  – Largest net degree at the start of global routing: roughly 50

Worst hold path
  – Min-Delay Path Class: reg2reg

Finish
  – Share of layout cells above drive strength 1: under 10%
  – Area grow syn2layout: 63.17%
  – Post-layout util: between 20% and 30%

Timing
  – Final Hold Viols: 0
  – RSZ-0062 raised after global routing: false
  – Number of unconstrained endpoints: roughly 130
  – Setup TNS Final: 0 ps
  – Final Skew: 1.011 ps
  – # setup viols final: 0
  – Period minus WS final: ~16000 ps
  – Max-slew violations: 0
  – F_max: about 0.062 GHz
  – Period Utilization, post-route: ~69%
  – Slew margin rel.: around 41%
  – Register pins left without a clock: 64
  – Worst slew pin tran: ~870 ps

Flow run
  – Tool warnings: ~84
  – Max cap viols: 0

Place
  – Port bufs: ~420
  – GP Congestion: 0.9312
  – Post-DP HPWL: between 30 and 40 mm
## kinds of logic (layout without fill, tap and decap cells)
kind of cell / count (synthesis) / count (layout) / synth area share (%)
AOI/OAI and AO/OA: 278 / 278 / 24.26
buffers and inverters: 132 / 511 / 7.970
latches: 64 / 64 / 12.22
xor gates and xnor gates: 63 / 63 / 7.016
other: 1 / 42 / 0.04768
and+or+nand+nor: 413 / 413 / 26.98
adders and majority gates: 84 / 84 / 13.65
muxes: 41 / 41 / 5.313
DFF: 10 / 10 / 2.545
## worst paths after layout
| path | from | to | slack, ps | cells past startpoint |
|---|---|---|---|---|
| max | PC[8] | nextJump[12] | 7230 | 20 |
| min | countQuantum[0] | countQuantum[0] | 450 | 1 |
| max reg2reg | countQuantum[6] | countQuantum[2] | 21980 | 4 |
| min reg2reg | countQuantum[0] | countQuantum[0] | 450 | 1 |
## per-stage QoR
step           area [sq um]  setup WS (ps)  instances  total power, uW  hold WS, ps
2_1_floorplan          8004           9324       1123            77.17        417.3
3_3_place_gp          12750           7217       2084            158.2        427.1
3_5_place_dp          12750           7207       2084            158.9        440.4
4_1_cts               12820           7173       2087            188.6        447.8
5_1_grt               12830           6821       2091            201.2        474.9
6_report              12830           7229       2091            187.6        450.1
## layout by cell type (no fill, tap or decap), types with 12 or more instances in the layout
cell type	count
o21ai_0	49
ha_1	81
nor4_1	49
mux2i_1	38
nand2_1	74
or3_1	12
nor2_1	111
nand4_1	36
nand2b_1	12
or2_2	24
a31oi_1	13
clkdlybuf4s50_1	424
inv_1	66
a211oi_1	19
a21o_1	24
nand3_1	27
dlxtp_1	64
a21oi_1	65
xnor2_1	34
nor3_1	22
buf_4	18
conb_1	38
xor2_1	29
## power groups by stage
| stage | Clock (uW) | Combinational, uW | Sequential (uW) |
|---|---|---|---|
| 4_1_cts | 29.2 | 140 | 19.0 |
| 5_1_grt | 29.8 | 152 | 19.1 |
| 6_report | 28.8 | 140 | 19.0 |
## registers in the layout (all words and copies together), names as in the netlist
register and cells:
countQuantum 10, regConfigProcessSPSetter 32, regConfigProcessPCSetter 32
## layer usage
metal / global-route usage (%) / vias to the layer above
li1: - / 4806
met1: 19.91 / 4544
met2: 25.91 / 421
met3: 4.073 / 32
met4: 1.418 / 16
met5: 0 / -
## final cells by class
| cell class | count | area (sq um) |
|---|---|---|
| Inverter | 66 | 247.7 |
| Tap cell | 585 | 732.0 |
| Fill cell | 4652 | 30530 |
| Antenna cell | 4 | 10.01 |
| Multi-Input combinational cell | 917 | 6228 |
| Clock buffer | 3 | 75.07 |
| Sequential cell | 74 | 1161 |
| Timing Repair Buffer | 442 | 4379 |
## worst register-to-register path: cells and delay by family (launching register included)
kind	cells	cell delay, ps
simple gates	4	1070
flops	1	290
No activity file was given, so power comes from the tool's default toggle rates.
