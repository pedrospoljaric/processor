==> /design/flow/design.v <==
module regFile (
	input wire  [5:0]  inReg1Addr, inReg2Addr, outRegAddr,
	input wire  [31:0] writeData,
	input wire 			 selWriteEnableReg, clk, reset,
	output wire [31:0] inReg1Data, inReg2Data, outputData,
	output wire [31:0] R15
);
parameter REGULAR = 2'b00;
parameter MULT = 2'b01;
parameter DIV = 2'b10;
parameter LS = 61;
parameter QUO = 62;
parameter OUT = 63;
reg [31:0] registers[63:0];
reg [31:0] auxInReg1Data, auxInReg2Data;
assign inReg1Data = auxInReg1Data;
assign inReg2Data = auxInReg2Data;
assign outputData = registers[OUT];
assign R15 = registers[15];
always @ (posedge clk) begin
	auxInReg1Data = registers[inReg1Addr];
	auxInReg2Data <= registers[inReg2Addr];
end
always @ (negedge clk) begin	
	if (reset) registers[OUT] = 31'b0;
	if (selWriteEnableReg) registers[outRegAddr] = writeData;
end
endmodule
==> /design/flow/run.sh <==
#!/bin/bash
# OpenROAD 26Q1-2900-gdf79404cd8, Yosys 0.63+post, stock flow scripts
make -C /OpenROAD-flow-scripts/flow DESIGN_CONFIG=/design/flow/config.mk WORK_HOME=/design/flow/orfs finish
==> /design/flow/config.mk <==
export PLATFORM = sky130hd
export DESIGN_NAME = regFile
export DESIGN_NICKNAME = regFile
export VERILOG_FILES = /design/flow/design.v
export SDC_FILE = /design/flow/constraint.sdc
export NUM_CORES = 4
export LEC_CHECK = 1
export CORE_UTILIZATION = 50
==> /design/flow/constraint.sdc <==
current_design regFile

set clk_period 12.8
set clk_io_pct 0.2

create_clock -name clk0 -period $clk_period [get_ports {clk}]

set non_clock_inputs [all_inputs -no_clocks]
set_input_delay [expr $clk_period * $clk_io_pct] -clock clk0 $non_clock_inputs
set_output_delay [expr $clk_period * $clk_io_pct] -clock clk0 [all_outputs]
==> notes.md <==
run metrics: Worst R2R Path Depth=5, CP startpoint kind=input port, CTS Sinks=2112, worst setup path startpoint=outRegAddr[1], Vias=57400, Core Footprint=191000 um^2, distinct lib cells=42, P per Cell Area=158 nW/um^2, Post-CTS Setup Inserts=0, row count=160, total tool warning count=1027, R2R Path End=auxInReg2Data[19]$_DFF_P_, Max Cap Viol=0, FILL cells=13200, Max rail drop VDD=0.168 mV, Reg2Reg Setup Slack=3.36 ns, Synth Warn #=1, cell area after synthesis=96200 um^2, final antenna-violating net count=0, Layout Area Growth over Synthesis=22.2%, WL/cell=33.0 um, iteration-0 DRC count of the detailed router=3816, total grt overflow=0, Critical Path RT=6.84 ns, unrepaired setup endpoints after global routing=no, Critical Path AT=5.25 ns, Root Buffer=clkbuf_16, Post-CTS Resized=0, top area contributor share=63.9%, Cell Chain, Critical Path=clkdlybuf4s50_1 -> nor2b_1 -> nand3_1 -> nor2_4 -> buf_4, Rel. slew slack=21.6%, count of library flops with an enable pin=2048, Final Skew=0.0867 ns, RePlAce Congestion=0.961, Vias/cell=5.99, Comb gate area=32200 um^2, final setup fails=0, Critical Path Sink Type=flip-flop, Clock transition at path regs=0.06 ns, count of hold-fix buffers inserted at cts=0, Post-synth seq share=65.2%, die height=441 um, reg-to-reg critical path startpoint=registers[15][19]$_DFFE_NP_, fin. max-slew vios=0, Chip Area, Yosys=96200 um^2, Hold Slack=2.28 ns, H-tree levels=4, drt drc=0, Final Hold Fails=0, Slowest cell on crit path=clkdlybuf4s50_1, crit-path max cell delay=0.87 ns, HPWL after DPL=201000 um, # Cells Yosys=4504, Synth Area per Inst=21.4 um^2, CTS Buf Count=229, Yosys top cell by area=edfxtp_1, CTS tree=done, WS Path Type=input port to flip-flop, clk buf depth=3, Sequential Area=62800 um^2, Pleak=45.6 nW, worst hold path class=input port to flip-flop, first-pass iteration count of the detailed router=8, share of cells above drive strength 1=27.4%, vias in the first global route=67400, Synth flops=2112, Port Buf Inserts=180, largest net degree at the start of global routing=66, initial antenna violation count=17, Synth Instances=4504, Starting Density=50.5%, async set or reset register ratio after synthesis=0%, first-pass GRT wire length=447000 um, Worst Path Max Fanout=32, CP Capture Point=registers[46][13]$_DFFE_NP_, Setup TNS=0 ns, outcome=finished clean, insertion delay at the late pin of the worst-skew pair=0.88 ns, boundary pin count=181, die width=441 um, die area=194000 um^2, Post-synth area hogs=edfxtp_1, mux4_2, mux2i_1, Post-synth top flop=edfxtp_1, overall routing resource usage=37.9%, Slew @ Worst Pin=1.17 ns, final WL=316000 um
==> cells in the mapped netlist, drive strengths merged (8+ instances only) <==
cell type  count
mux2          53
a22oi         67
nor3           8
nand3         30
nor2          88
o21ai         44
clkbuf       139
nor2b         57
and2          38
a21oi         80
nand2        105
edfxtp      2048
buf          214
mux4        1132
mux2i        183
o211ai        35
nand2b         9
dfxtp         64
a211oi        56
==> metal layers <==
| metal | share of wire [%] | track usage (%) | up-vias | wire, um |
|---|---|---|---|---|
| met3 | 17 | 30.1 | 644 | 53100 |
| met5 | 0.27 | 2.98 | - | 841 |
| met2 | 48 | 52.3 | 3770 | 153000 |
| met4 | 5.7 | 20.0 | 20 | 17900 |
| li1 | - | - | 24500 | - |
| met1 | 29 | 42.7 | 28500 | 91000 |
==> critical path: cells and delay by family <==
kind | cells | cell delay (ns)
buffers and inverters | 2 | 1.50
AND/OR/NAND/NOR | 3 | 1.14
==> cell families after synthesis <==
group / count (synthesis) / share of synthesized area, %
DFF: 2112 / 65.2
AOI/OAI and AO/OA: 316 / 2.18
and+or+nand+nor: 351 / 1.74
buffers and inverters: 357 / 1.84
muxes: 1368 / 29.0
==> layout make-up <==
cell class	instances	area share [%]
Inverter	3	0.0181
Clock buffer	237	5.03
Multi-Input combinational cell	2035	27.4
Antenna cell	11	0.0234
Sequential cell	2112	53.4
Tap cell	2511	2.67
Timing Repair Buffer	433	3.17
Clock inverter	2236	8.35
==> power breakdown <==
| group | internal, mW | switching (mW) |
|---|---|---|
| Clock | 5.10 | 4.34 |
| Sequential | 7.72 | 0.0341 |
| Combinational | 0.556 | 0.852 |
| Total | 13.4 | 5.23 |
==> layout by cell type (no fill, tap or decap), drive strengths merged, types with 80 or more instances in the layout <==
cell              n
clkbuf          237
buf             297
mux2i           183
clkdlybuf4s50   136
nand2           105
inv            2122
a21oi            80
nor2             88
mux4           1132
edfxtp         2048
==> sequential cells by signal (all words and copies together) (netlist names) <==
signal and flops:
auxInReg2Data 32, auxInReg1Data 32, registers 2048
==> stage by stage <==
step	area (um^2)	power (mW)	utilization, %	std cells	setup slack (ns)
6_report	118000	18.6	61.7	9578	1.59
5_1_grt	118000	19.7	61.7	9573	1.61
4_1_cts	118000	18.9	61.7	9567	1.71
3_5_place_dp	102000	10.2	53.5	7095	0.857
3_3_place_gp	102000	10.2	53.5	7095	0.870
2_1_floorplan	96200	9.50	-	4504	0.536
==> how the worst min path moves through the flow <==
stage	endpoint	cells after the start	from
after CTS	auxInReg2Data[20]$_DFF_P_	3	inReg2Addr[4]
after global routing	auxInReg2Data[20]$_DFF_P_	3	inReg2Addr[4]
final	auxInReg2Data[20]$_DFF_P_	3	inReg2Addr[4]
Power is estimated from default activity; no workload was simulated.
